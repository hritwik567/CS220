==> ./design.v <==
module LCD_base_driver(RS_Signal,data_in,counter,LCD_E,LCD_W,LCD_RS,data);
  input RS_Signal;
  input [1:0] counter;
  input [3:0] data_in;
  output wire LCD_RS,LCD_E,LCD_W;
  output wire [3:0] data; 
  reg LCD_RSr,LCD_Er;
  reg [3:0] datar;
  assign LCD_RS=LCD_RSr;
  assign LCD_E=LCD_Er;
  assign LCD_W=1'b0;
  assign data=datar;
  always @(RS_Signal or counter or data_in)
    case(counter)
      2'd0:begin
             LCD_Er=0;
             LCD_RSr=0;
             datar=data_in;
           end
      2'd1:begin
             LCD_Er=0;
             LCD_RSr=RS_Signal;
             datar=data_in;
           end
      2'd2:begin
             LCD_Er=1;
             LCD_RSr=RS_Signal;
             datar=data_in;
           end
      2'd3:begin
             LCD_Er=0;
             LCD_RSr=RS_Signal;
             datar=data_in;
           end
    endcase
endmodule     
module LCD_driver ( clk, LINE1,LINE2,LCD_RS,LCD_E,LCD_W,data);
  input clk;
  input [127:0] LINE1,LINE2;
  output wire LCD_RS,LCD_E,LCD_W;
  output wire [3:0] data;
  wire [22:0] addr;
  wire [6:0] state;
  wire [1:0] counter;
  reg [22:0] addr_q,addr_d;
  reg [1:0] counter_q,counter_d;
  reg [6:0] state_q,state_d;
  reg [55:0] config_data;
  reg [0:319] mdata;
  wire rst,inc,operation;
  reg [8:0] lindex,rindex,r1index,l1index;
  reg RS_Signal;
  reg [3:0] data_out;
  LCD_base_driver driver(.RS_Signal(RS_Signal),.data_in(data_out),.counter(counter_q),.LCD_E(LCD_E),.LCD_W(LCD_W),.LCD_RS(LCD_RS),.data(data));
  assign state=state_q;
  assign addr=addr_q;
  assign counter=counter_q;
  assign process=(state<81);
  assign rst= (addr==1000000);
  assign inc= (counter==2'b00);
  assign operation = (state<4'd14) || state==6'd47 || state==6'd48;
  initial begin
    addr_q=23'd0;
    addr_d=23'd0;
    state_q=2'd0;
    counter_q=2'd0;
    data_out=4'h0;
    RS_Signal=1'b0;
  end
  always @(*) begin
    addr_d=addr_q+1'b1;
    counter_d=counter_q+1'b1;
    lindex=state_q<<2;
    rindex=lindex+2'b11;
	 l1index=lindex+2'b01;
	 r1index=lindex+2'b10;
    config_data=56'h333228060C0180;
    mdata={{config_data[55:0]},{LINE1[127:0]},{8'hC0},{LINE2[127:0]}};
	 if(process)
      state_d=state_q+1'b1;
	 else
	   state_d=7'd0;
  end
  always @(posedge clk) begin
    if (rst) begin
      addr_q<=27'd0;
      counter_q<=counter_d;
      if(inc) 
        state_q<=state_d;
    end
    else begin
      addr_q<=addr_d;
    end
  end
  always @(posedge clk) begin
    data_out[0]=mdata[rindex];
	 data_out[3]=mdata[lindex];
	 data_out[1]=mdata[r1index];
	 data_out[2]=mdata[l1index];
    RS_Signal= ~operation;
  end
endmodule
module LCD_top(clk,LCD_RS,LCD_E,LCD_W,data);
  output wire LCD_RS,LCD_E,LCD_W;
  output wire [3:0] data;
  input clk;
  reg [127:0] LINE1,LINE2;
  LCD_driver driverm(.clk(clk),.LINE1(LINE1),.LINE2(LINE2),.LCD_RS(LCD_RS),.LCD_E(LCD_E),.LCD_W(LCD_W),.data(data));
  initial begin
  LINE1=128'h2057454C434F4D4520544F2043534520;
  LINE2=128'h20492049204920204B414E5055522020;
  end
endmodule  
==> ./run.sh <==
#!/bin/bash
# OpenROAD 26Q1-2900-gdf79404cd8, Yosys 0.63+post, stock flow scripts
make -C /OpenROAD-flow-scripts/flow DESIGN_CONFIG=/design/flow/config.mk WORK_HOME=/design/flow/orfs finish
==> ./config.mk <==
export PLATFORM = sky130hd
export DESIGN_NAME = LCD_top
export DESIGN_NICKNAME = LCD_top
export VERILOG_FILES = /design/flow/design.v
export SDC_FILE = /design/flow/constraint.sdc
export NUM_CORES = 4
export LEC_CHECK = 1
export CORE_AREA = 10 10 114 114
export DIE_AREA = 0 0 124 124
==> ./constraint.sdc <==
current_design LCD_top

set clk_period 5.2
set clk_io_pct 0.2

create_clock -name clk0 -period $clk_period [get_ports {clk}]

set non_clock_inputs [all_inputs -no_clocks]
set_input_delay [expr $clk_period * $clk_io_pct] -clock clk0 $non_clock_inputs
set_output_delay [expr $clk_period * $clk_io_pct] -clock clk0 [all_outputs]
==> impl_metrics.yaml <==
# generated from flow reports
yosys:
  syn_avg_cell_area_sq_um: 8.53
  ys_area_sq_um: 2180
  ys_seq_share_pct: 38.2
  synth_cells: 255
  yosysCellCount: 255
  synthArstFlopShare_pct: 0
  synthDistinctLibCells: 49
  synth-main-ff-cell: "dfxtp_1"
  yosys_warnings: 4
  synth.cell_area_sq_um: 2180
  synth-edff-count: 9
  ys_seq_elements: 37
run_status:
  status: "completed"
routing:
  num_antenna_cells: 0
  firstDrtPassIters: 4
  post_drt_wl_per_cell_microns: 11.2
  viasPerCell: 4.50
  drt_iter0_drc: 103
  ant_nets: 0
  vias: 1760
  drt_wl_total_microns: 4380
  remaining_drc_errors: 0
timing:
  fin_crit_ps: 2490
  skew_ps: 8.04
  relSlewSlack_pct: 55.6
  max_freq_mhz: 401
  setup_viol: 0
  hold_violations: 0
  whs_ps: 462
  fin_tns_setup_ps: 0
  drv_slew: 0
  tightest_slew_ps: 666
  fin_crit_sh_pct: 47.9
  rsz0062_at_grt: "false"
power:
  p_leak_nw: 0.855
  powerDensity_nw_per_um2: 204
  peakVddDrop_uv: 121
cts:
  post_cts_buffers: 0
  htree_levels: 2
  cts_tree: "built"
  cts_buffers: 5
  worstSkewPairLatency_ps: 290
  path_clk_slew_ps: 80
  cts_hold_buffers: 0
  cts_sinks: 37
  max-clock-path-buffers: 2
  clockRootBuffer: "clkbuf_8"
  cts-resized-gates: 0
floorplanning:
  rows: 37
  die_area_sq_um: 15400
  ioPinCount: 8
  initial_core_util_pct: 20.9
  die_w_microns: 124
  fp.coreArea_sq_um: 10400
  die_y_microns: 124
layout:
  drive_gt1_share_pct: 6.27
  area_growth_pct: 11.8
  fin_cells: 391
placement:
  dp.cells: 383
  hpwl_microns: 2980
  place.port_buffers: 6
  gp_congestion: 0.927
job:
  cap_violations: 0
  tool_warnings: 31
critical_path:
  cp-start-kind: "register"
  critical_path.top_delay_family: "buffers and inverters"
  crit_fanout: 4
  end_kind: "output pin"
  path_buffers: 2
  r2r_slack_ps: 2880
  path_cells: "inv_1 -> ha_1 -> nor2b_1 -> clkdlybuf4s50_1"
  arrival_ps: 1450
  crit_path_max_incr_delay_ps: 470
  cp.required_ps: 4160
  cp_slowest_cell: "clkdlybuf4s50_1"
  worst-setup-path-type: "reg2out"
grt:
  grt_pass1_vias: 1600
  antenna_found_initial: 0
  grt_usage_pct: 5.79
  grt_first_pass_wirelength_microns: 7510
  grt_max_degree: 24
  grt-ovfl-total: 0
hold_path:
  min_path_type: "reg2reg"
==> cells in the final DEF, fill, tap and decap left out, types with 3 or more instances in the layout <==
cell,n
nand3_1,15
o21ai_0,15
nor2_1,23
inv_1,10
nor2b_1,7
nand4_1,7
a31oi_1,3
xnor2_1,15
nand2b_1,3
xor2_1,10
nand2_1,20
nor4_1,3
o31ai_1,3
clkbuf_8,5
nor3_1,4
ha_1,10
a21oi_1,12
clkdlybuf4s50_1,6
nor3b_1,3
dfxtp_1,28
nand3b_1,3
or3_1,4
o22ai_1,3
edfxtp_1,9
==> path summary, 6_finish.rpt <==
kind / start / end / cells past startpoint
hold / removal: driverm.addr_q[22] / driverm.addr_q[22] / 1
setup / recovery: driverm.counter_q[0] / LCD_RS / 4
hold reg to reg: driverm.addr_q[22] / driverm.addr_q[22] / 1
setup reg to reg: driverm.state_q[4] / driverm.data_out[0] / 6
==> per-layer routing <==
metal / track usage (%) / routed length, microns
met1: 8.35 / 2160
met2: 8.61 / 1880
met3: 1.56 / 254
met4: 1.15 / 76
met5: 0 / 0
==> worst register-to-register path, cell delays in order (launching register included) <==
cell	delay, ps
edfxtp_1	640
inv_2	170
ha_1	460
or4_1	570
nor4bb_1	160
o31a_1	120
a211oi_2	130
==> state kept, by name, indices dropped and copies added (netlist names) <==
name               flops
driverm.counter_q      2
driverm.data_out       4
driverm.RS_Signal      1
driverm.state_q        7
driverm.addr_q        23
==> synth_stat cells, types with 6 or more instances <==
| cell type | n | area, sq um |
|---|---|---|
| dfxtp_1 | 28 | 561 |
| nor2_1 | 23 | 86.3 |
| nand2_1 | 20 | 75.1 |
| nand3_1 | 15 | 75.1 |
| o21ai_0 | 15 | 75.1 |
| xnor2_1 | 15 | 131 |
| a21oi_1 | 12 | 60.1 |
| ha_1 | 10 | 125 |
| inv_1 | 10 | 37.5 |
| xor2_1 | 10 | 87.6 |
| edfxtp_1 | 9 | 270 |
| nand4_1 | 7 | 43.8 |
| nor2b_1 | 7 | 43.8 |
| buf_2 | 6 | 30.0 |
==> through the flow <==
step / instance area [sq um] / utilization [%] / setup slack (ps) / power (mW)
6_report: 2430 / 23.4 / 2710 / 0.495
3_5_place_dp: 2340 / 22.5 / 2920 / 0.299
5_1_grt: 2430 / 23.4 / 2610 / 0.520
4_1_cts: 2430 / 23.4 / 2670 / 0.504
2_1_floorplan: 2180 / - / 3340 / 0.300
3_3_place_gp: 2340 / 22.5 / 2970 / 0.299
==> layout make-up <==
class	count	area, sq um
fillers	1122	7980
multi-input cells	192	1230
flip-flops and latches	37	831
well taps	136	170
clock buffers	5	68.8
repair buffers	7	67.6
inverters	11	41.3
clock inverters	3	22.5
==> cell families after synthesis <==
| logic type | Yosys count | share of synthesized area [%] |
|---|---|---|
| xor+xnor | 25 | 10.1 |
| other cells | 1 | 0.172 |
| buf+inv | 26 | 5.18 |
| flops | 37 | 38.2 |
| fa+ha+maj | 10 | 5.75 |
| simple gates | 107 | 26.5 |
| compound gates | 49 | 14.2 |
==> power by group <==
group          internal (mW)  total [mW]  switching [mW]
Sequential             0.293       0.293               0
Combinational              0   0.0000329       0.0000324
Clock                 0.0950       0.203           0.108
Total                  0.388       0.495           0.108
Power figures rest on the tool's default switching activity, not on a simulated workload.
