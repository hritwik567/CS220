**./config.mk**
```make
export PLATFORM = sky130hd
export DESIGN_NAME = main
export DESIGN_NICKNAME = main
export VERILOG_FILES = /design/flow/design.v
export SDC_FILE = /design/flow/constraint.sdc
export NUM_CORES = 4
export LEC_CHECK = 1
export CORE_UTILIZATION = 50
```
**./constraint.sdc**
```tcl
current_design main

set clk_period 3.9
set clk_io_pct 0.2

create_clock -name clk0 -period $clk_period [get_ports {clk}]

set non_clock_inputs [all_inputs -no_clocks]
set_input_delay [expr $clk_period * $clk_io_pct] -clock clk0 $non_clock_inputs
set_output_delay [expr $clk_period * $clk_io_pct] -clock clk0 [all_outputs]
```
**./run.sh**
```bash
#!/bin/bash
# OpenROAD 26Q1-2900-gdf79404cd8, Yosys 0.63+post, stock flow scripts
make -C /OpenROAD-flow-scripts/flow DESIGN_CONFIG=/design/flow/config.mk WORK_HOME=/design/flow/orfs finish
```
**./design.v**
```verilog
`timescale 1ns / 1ps
module main(
    input clk,
    input switch,
    output reg [7:0]led
);
	integer kk;
    reg [3:0] cnt;
    reg [2:0] r,i,j,c3,c4,c5,c6;
    reg [31:0] file [0:63];
    reg [31:0] data;
    initial begin
    led<=8'b11111111;
    cnt<=0;
    r<=0;i<=0;j<=0;
    c3<=0;c4<=0;c5<=0;c6<=0;
    file[0]<={6'h8,5'b0,5'b100,16'h3456};
    file[1]<={6'h8,5'b0,5'b101,16'hffff};
    file[2]<={6'h0,5'b101,5'b100,5'b110,5'b0,6'h20};
    file[3]<={6'h8,5'b0,5'b011,16'h7};
    file[4]<={6'h0,5'b110,5'b011,5'b110,5'b0,6'h4}; 
    file[5]<={6'h0,5'b0,5'b011,5'b011,5'h01,6'h2};
    file[6]<={6'h23,5'b100,5'b101,16'h9abc};
    file[7]<={6'h2,26'h123456};
    for(kk=8;kk<64;kk=kk+1) begin
      file[kk]<=32'b0;
    end
    data<=0;
    end
    always@(posedge clk) begin
      if(cnt==8) begin
          if(switch==0)begin
            led[2:0]<=r[2:0];
            led[5:3]<=i[2:0];
            led[7:6]<=j[1:0];
          end else begin
            led[1:0]<=c3[1:0];
            led[3:2]<=c4[1:0];
            led[5:4]<=c5[1:0];
            led[7:6]<=c6[1:0];
          end
      end
      else begin
          if(cnt==0) begin
            data=file[0];
          end
          else if(cnt==1) begin
            data=file[1];
          end
          else if(cnt==2) begin
            data=file[2];
          end
          else if(cnt==3) begin
            data=file[3];
          end
          else if(cnt==4) begin
            data=file[4];
          end
          else if(cnt==5) begin
            data=file[5];
          end
          else if(cnt==6) begin
            data=file[6];
          end
          else if(cnt==7) begin
            data=file[7];
          end
          if(data[31:26]==6'b000000) begin
            r=r+1;
            if(data[15:11]==5'b00011)begin
              c3=c3+1;
            end
            else if(data[15:11]==5'b00100) begin
              c4=c4+1;
            end
            else if(data[15:11]==5'b00101) begin
              c5=c5+1;
            end
            else if(data[15:11]==5'b00110) begin
              c6=c6+1;
            end
          end
          else if(data[31:26]==6'b000010)begin
            j=j+1;
          end
          else if(data[31:26]==6'b000011)begin
            j=j+1;
          end
          else begin
            i=i+1;
            if(data[20:16]==5'b00011)begin
              c3=c3+1;
            end
            else if(data[20:16]==5'b00100) begin
              c4=c4+1;
            end
            else if(data[20:16]==5'b00101) begin
              c5=c5+1;
            end
            else if(data[20:16]==5'b00110) begin
              c6=c6+1;
            end
          end
          cnt=cnt+1;
      end
    end
endmodule
```
==> metrics.yaml <==
outcome: "completed"
ctsHoldBuffers: 0
drt_iter0_drc: 118
power_leakage_nw: 0.945
io-pin-count: 10
clk_transition_reported_paths_ns: 0.08
worst_slew_margin_rel_pct: 46.2
htreeDepth: 2
ant_nets: 0
clock_tree_from_tritoncts: "yes"
setup.worst_path.end_class: "register"
placed_cell_area_um2: 2540
port-buffer-count: 9
yosys-stat-area_um2: 2450
setup-tns-final_ns: 0
synth.avg_cell_area_um2: 11.9
synth-main-ff-cell: "edfxtp_1"
yosys_warning_tally: 1
area_delta_synth_final_pct: 7.16
arrival_ns: 3.06
chipArea_um2: 5180
maxSlewViolCount: 0
timing.hold.worst.class: "register to register"
timing.critical_path.fanout_max: 13
period_used_pct: 79.2
report.final.setup_viol: 0
grt_antenna_before_repair: 0
design_area_um2: 2620
detail_route.wl_per_cell_um: 15.1
cts-root-buf: "clkbuf_8"
summed_instance_area_of_the_synthesized_netlist_um2: 2450
worst_ir_drop_vdd_mv: 0.227
setup_slack_on_the_worst_flop_to_flop_path_ns: 0.81
globalRouteOverflowTotal: 0
first_pass_iters: 4
global_route_wire_length_before_repair_um: 7160
final.min_clock_period_ns: 3.09
cpPeakStageDelay_ns: 0.52
grt_usage_pct: 19.1
tool_warnings: 28
fraction_of_layout_instances_using_a_drive_strength_above_1_pct: 15.9
drt-vias-per-instance: 5.60
synth_top_cell_by_area: "edfxtp_1"
worstMarginPinSlew_ns: 0.806
worst-path-buf-inv: 1
cpMostUsedCell: "a21oi_1"
place.detailed.hpwl_um: 3030
tritoncts_num_sinks: 44
grt_setup_unrepaired: "false"
ys_cells: 206
postSynthRegisterBits: 44
chipWidth_um: 71.9
worst_skew_pair.late_latency_ns: 0.29
critical-path-top-delay-family: "simple AND/OR/NAND/NOR gates"
gp_congestion: 0.877
power.density_nw_per_um2: 299
path_cells: "inv_1 -> ha_1 -> or3b_1 -> a21oi_1 -> a21oi_1 -> nor4_1 -> a22oi_1 -> nor3_1"
hold_viol: 0
synthCells: 206
post_cts_resized: 0
core-area_um2: 4720
worst-setup-path-type: "register to register"
grt_max_degree: 22
first_global_vias: 1520
power_total_w: 0.000783
route.detailed.drc: 0
enable_flop_cells: 44
post-cts-setup-buffer-count: 0
synth_async_reset_ratio_pct: 0
routed-via-count: 1573
skew_ns: 0.00893
yosysSeqAreaShare_pct: 54.0
max_freq_ghz: 0.324
die_y_um: 71.9
top_cells_by_area: "edfxtp_1 (54%), ha_1 (3.1%), xor2_1 (2.9%)"
routed_wl_um: 4250
placement_rows: 25
timing.critical_path.required_ns: 3.87
clock_path_buffers: 2
initCoreUtil_pct: 51.8
slowest_stage: "nor4_1"
cap_violations: 0
proportion_of_netlist_area_held_by_the_largest_area_contributor_pct: 54.0
antenna_cells_inserted: 0
synth.lib_cells_used.distinct: 55
inserted_clock_buffers: 5
critPathLaunchType: "register"
## cell type report
type | count | area [µm²]
clock buffer | 5 | 68.8
clock inverter | 2 | 12.5
fill | 417 | 2100
inverter | 19 | 71.3
multi-input combinational | 134 | 966
sequential | 44 | 1320
tap | 67 | 83.8
timing repair buffer | 10 | 97.6
## where the power goes
group          leakage, nW   total (W)  internal, W  switching [W]
combinational        0.425  0.00000412   0.00000198     0.00000215
sequential           0.480    0.000512     0.000512              0
clock               0.0400    0.000267     0.000121       0.000146
## Yosys cell counts, drive strengths merged (3+ instances only)
library cell / instances
nor4: 4
nor2: 15
nor2b: 4
nand4: 3
nand2b: 3
nand2: 16
mux2: 6
inv: 18
o21ai: 10
nand3: 3
ha: 6
nor3: 5
buf: 8
and2: 3
xor2: 8
a211oi: 3
edfxtp: 44
a21oi: 12
or2: 3
## metal layers
layer	part of all wire (%)	track usage [%]
met1	53	35.5
met2	41	25.2
met3	5.2	5.07
met4	0.89	3.27
met5	0	0
## placed cells by master (no fill, tap or decap), types with 4 or more instances in the layout
master / Yosys / routed
edfxtp_1: 44 / 44
inv_1: 18 / 18
nand2_1: 16 / 16
a21oi_1: 12 / 12
nor2_1: 12 / 12
clkdlybuf4s50_1: 0 / 9
xor2_1: 8 / 8
mux2_2: 6 / 6
ha_1: 6 / 6
o21ai_0: 5 / 5
clkbuf_8: 0 / 5
nor2b_1: 4 / 4
nor4_1: 4 / 4
nor3_1: 4 / 4
o21ai_1: 4 / 4
## logic make-up after synthesis
group           Yosys count  share of synthesized area (%)
flops                    44                           54.0
xor+xnor                  9                           3.22
buf+inv                  28                           6.50
fa+ha+maj                 6                           3.07
simple gates             69                           15.9
compound gates           44                           14.5
mux                       6                           2.76
## flip-flops by register name, indices dropped and copies added (netlist names)
signal / cells
c6: 2
r: 3
c3: 2
j: 2
data: 16
i: 3
led: 8
c5: 2
cnt: 4
c4: 2
## stage by stage
stage          util, %  setup WS, ns  hold WS [ns]  instances
4_1_cts           55.5         0.854         0.572        281
5_1_grt           55.5         0.611         0.597        281
2_1_floorplan        -         0.923         0.519        206
3_5_place_dp      53.8         0.872         0.550        274
6_report          55.5         0.812         0.564        281
3_3_place_gp      53.8         0.881         0.536        274
## final timing paths
path	start	endpoint	cells after the start
worst min-delay path	data[31]	data[31]	2
worst max-delay path	cnt[0]	c4[1]	8
worst max register to register	cnt[0]	c4[1]	8
worst min register to register	data[31]	data[31]	2
## worst min-delay path, delay by kind of cell (launching register included)
kind	cells	cell delay [ns]
flops	1	0.35
simple gates	2	0.12
Power and IR drop assume default switching activity.
