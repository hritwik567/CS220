[flow/design.v]
`timescale 1ns / 1ps
module lcd_welcome(
	first_line,
	second_line,
	clk,
	lcd_rs,
	lcd_rw,
	lcd_e,
	lcd4,
	lcd5,
	lcd6,
	lcd7
    );
	 input [0:127] first_line;
	 input [0:127] second_line;
	 input clk;
	 output lcd_rs, lcd_rw, lcd_e, lcd4, lcd5, lcd6, lcd7;
	 reg lcd_rs, lcd_rw, lcd_e, lcd4, lcd5, lcd6, lcd7;
	 reg [7:0] first_line_index = 0;
	 reg [1:0] first_line_state = 3;
	 reg [7:0] second_line_index = 0;
	 reg [1:0] second_line_state = 3;
	 reg [19:0] counter = 1_000_000;
	 reg [2:0] next_state = 0;
	 reg [2:0] line_break_state = 7;
	 reg [5:0] init_ROM [0:13];
	 reg [3:0] init_ROM_index = 0;
	 initial begin
		init_ROM[0] = 6'h03;
		init_ROM[1] = 6'h03;
		init_ROM[2] = 6'h03;
		init_ROM[3] = 6'h02;
		init_ROM[4] = 6'h02;
		init_ROM[5] = 6'h08;
		init_ROM[6] = 6'h00;
		init_ROM[7] = 6'h06;
		init_ROM[8] = 6'h00;
		init_ROM[9] = 6'h0c;
		init_ROM[10] = 6'h00;
		init_ROM[11] = 6'h01;
		init_ROM[12] = 6'h08;
		init_ROM[13] = 6'h00;
	 end
	always @ (posedge clk) begin
	   if (counter == 0) begin
		   counter <= 1_000_000;
			if (init_ROM_index == 14) begin
				next_state <= 4;
				init_ROM_index <= 0;
				first_line_state <= 0;
			end
			if ((next_state != 4) && (init_ROM_index != 14)) begin
			  case (next_state)
			   0: begin
						lcd_e <= 0;
						next_state <= 1;
               end
            1: begin
						{lcd_rs, lcd_rw, lcd7, lcd6, lcd5, lcd4} <= init_ROM[init_ROM_index];
						next_state <= 2;
				   end
				2: begin
				      lcd_e <= 1;
						next_state <= 3;
					end
				3: begin
				      lcd_e <= 0;
						next_state <= 1;
						init_ROM_index <= init_ROM_index + 1;
					end
				endcase
			end
			if (first_line_index == 128) begin
				first_line_state <= 3;
				first_line_index <= 0;
				line_break_state <= 0;
			end
			if ((first_line_state != 3) && (first_line_index != 128)) begin
				case (first_line_state)
					0: begin
							{lcd_rs, lcd_rw, lcd7, lcd6, lcd5, lcd4} <= {2'h2,first_line[first_line_index],first_line[first_line_index+1],first_line[first_line_index+2],first_line[first_line_index+3]};
							first_line_state <= 1;
						end
					1: begin
							lcd_e <= 1;
							first_line_state <= 2;
						end
					2: begin
							lcd_e <= 0;
							first_line_state <= 0;
							first_line_index <= first_line_index+4;
						end
				endcase
			end
			if (line_break_state != 7) begin
				case (line_break_state)
					0: begin
							{lcd_rs, lcd_rw, lcd7, lcd6, lcd5, lcd4} <= 6'h0c;
							line_break_state <= 1;
						end
					1: begin
							lcd_e <= 1;
							line_break_state <= 2;
						end
					2: begin
							lcd_e <= 0;
							line_break_state <= 3;
						end
					3: begin
							{lcd_rs, lcd_rw, lcd7, lcd6, lcd5, lcd4} <= 6'h00;
							line_break_state <= 4;
						end
					4: begin
							lcd_e <= 1;
							line_break_state <= 5;
						end
					5: begin
							lcd_e <= 0;
							line_break_state <= 7;
							second_line_state <= 0;
						end
				endcase
			end
			if (second_line_index == 128) begin
				second_line_state <= 3;
				second_line_index <= 0;
			end
			if ((second_line_state != 3) && (second_line_index != 128)) begin
				case (second_line_state)
					0: begin
							{lcd_rs, lcd_rw, lcd7, lcd6, lcd5, lcd4} <= {2'h2,second_line[second_line_index],second_line[second_line_index+1],second_line[second_line_index+2],second_line[second_line_index+3]};
							second_line_state <= 1;
						end
					1: begin
							lcd_e <= 1;
							second_line_state <= 2;
						end
					2: begin
							lcd_e <= 0;
							second_line_state <= 0;
							second_line_index <= second_line_index+4;
						end
				endcase
			end
		end
		else 
		begin 
		   counter <= counter - 1;
		end
	end
endmodule
`timescale 1ns / 1ps
module lcd_welcome_top(
	clk,
	lcd_rs,
	lcd_rw,
	lcd_e,
	lcd4,
	lcd5,
	lcd6,
	lcd7
    );
	input clk;
	output lcd_rs, lcd_rw, lcd_e, lcd4, lcd5, lcd6, lcd7;
	wire lcd_rs, lcd_rw, lcd_e, lcd4, lcd5, lcd6, lcd7;
	lcd_welcome LCD ("WELCOME TO CSE  ",
						  "IIT KANPUR      ",
						  clk, lcd_rs, lcd_rw, lcd_e, lcd4, lcd5, lcd6, lcd7);
endmodule
[flow/run.sh]
#!/bin/bash
# OpenROAD 26Q1-2900-gdf79404cd8, Yosys 0.63+post, stock flow scripts
make -C /OpenROAD-flow-scripts/flow DESIGN_CONFIG=/design/flow/config.mk WORK_HOME=/design/flow/orfs finish
[flow/config.mk]
export PLATFORM = sky130hd
export DESIGN_NAME = lcd_welcome_top
export DESIGN_NICKNAME = lcd_welcome_top
export VERILOG_FILES = /design/flow/design.v
export SDC_FILE = /design/flow/constraint.sdc
export NUM_CORES = 4
export LEC_CHECK = 1
export CORE_UTILIZATION = 50
[flow/constraint.sdc]
current_design lcd_welcome_top

set clk_period 9.4
set clk_io_pct 0.2

create_clock -name clk0 -period $clk_period [get_ports {clk}]

set non_clock_inputs [all_inputs -no_clocks]
set_input_delay [expr $clk_period * $clk_io_pct] -clock clk0 $non_clock_inputs
set_output_delay [expr $clk_period * $clk_io_pct] -clock clk0 [all_outputs]
==> metrics.cfg <==
[placement]
dp_hpwl_mm=8.59
io_buffers=7
gp_congestion=0.923
dp.cells=752

[clock_network]
clk_pin_slew_worst_paths_ns=0.07
cts.sinks=57
numCtsBuffers=9
ctsHoldBuffers=0
clk_latency_ns=0.34
root_buffer=clkbuf_8
cts_tree=built
cts_resized=0
postCtsSetupBuffers=0
cts.path.max_buffers=2
htreeDepth=3

[logic_synthesis]
synth_cells=651
ff_type=edfxtp_1
edf_count=37
ys.warnings.count=1
ys_sh_simple_pct=25.8
adder_share_pct=6.58
syn_area_um2=5140
synthArstFlopShare_pct=0
ys.flops=57
synth_cell_types=67
ys_cells=651
synth-compound-area-share_pct=20.1
syn_area_per_cell_um2=7.89
yosysSeqAreaShare_pct=29.4
synth_chip_area_um2=5140
ys_sh_mux_pct=2.61
xor_share_pct=10.2
logic_family=simple AND/OR/NAND/NOR gates

[pwr]
power.density_nw_per_um2=88.2
ir_worst_vdd_uv=100
p_leak_nw=1.82

[global_route]
antenna_found_initial=0
grt_pass1_wl_mm=20.0
first_global_vias=4091
grt_max_degree=38
grt.overflow.total=0
grtUsageTotal_pct=24.7

[route]
dr.pass1.iters=5
drcViolationCount=0
antenna_left=0
wl_per_cell_um=16.0
wirelength_mm=12.3
vias=4618
drt_iter0_markers=216
n_antenna_cell=0
via_per_inst=6.01

[floorplanning]
fp.dieW_um=103
core_um2=9860
fp_util_pct=52.1
ios=8
chipArea_um2=10700
fp.dieH_um=103
fp-row-count=36

[final_timing]
tns_ns=0
fmax_ghz=0.303
report.final.slew_viol_count=0
worst_slew_pin_slew_ns=0.766
rsz0062_at_grt=false
finalCriticalPeriod_ns=3.30
hold_viol=0
setup_violations=0
clock_skew_ns=0.00935
slew_headroom_pct=49.0
fin_crit_sh_pct=35.1

[cells_and_area]
lay_top_cells=nand2_1 (72), nor2_1 (68), xnor2_1 (39)
syn2layout_area_growth_pct=5.41
layout_top_cell=nand2_1
drive_above_1_share_pct=5.83
post-route-util_pct=54.9
fin_cells=768

[critical_path]
critPathRequiredTime_ns=9.50
critPathMaxStageDelay_ns=0.60
critPathLaunch=LCD.first_line_index[0]
critPathMaxFanout=28
worst_ep_arrival_time_ns=3.39
timing.rr.start=LCD.first_line_index[0]
crit_type=flop to flop
startpoint_type=flop
cp_cell_sequence=buf_4 > inv_1 > ha_1 > clkinv_1 > a21oi_1 > nor2_1 > a311o_1 > a211oi_1 > nor4_1 > o221a_2
cp_slowest_cell=ha_1
r2r_end=LCD.lcd6
reg2reg_depth=10
cp-end-kind=flop
rrSetupSlack_ns=6.10
crit_path_end=LCD.lcd6

[hold_path]
hold_class=flop to flop

[flow_run]
warnings=41
cap_violations=0

[run_status]
status=completed

[critical path, delay by kind of cell (launching register included)]
kind / cells / cell delay (ns)
buffers and inverters: 3 / 0.93
flip-flops: 1 / 0.32
adder cells (fa/ha/maj): 1 / 0.60
AND/OR/NAND/NOR: 2 / 0.17
AND-OR/OR-AND: 4 / 1.05
[worst min-delay path by stage]
stage	from	endpoint	slack [ns]	depth (start not counted)
5_1_grt	LCD.counter[16]	LCD.counter[16]	0.47	1
6_report	LCD.counter[18]	LCD.counter[18]	0.46	1
4_1_cts	LCD.counter[18]	LCD.counter[18]	0.46	1
[cell usage after synthesis, types with 7 or more instances]
library cell	n	area share [%]
inv_1	24	1.8
dfxtp_1	20	7.8
o21ai_0	37	3.6
nand4_1	14	1.7
ha_1	27	6.6
a31oi_1	12	1.5
mux2i_1	10	1.9
edfxtp_1	37	22
xor2_1	21	3.6
or3_1	7	0.85
xnor2_1	39	6.6
nand3_1	28	2.7
nand2_1	72	5.3
a21oi_1	34	3.3
a211oi_1	8	1.2
and3_1	9	1.1
clkbuf_1	35	2.6
nor2b_1	11	1.3
nand2b_1	10	1.2
nor2_1	68	5.0
o221ai_1	7	1.2
nor3_1	20	1.9
[sequential cells by signal (all words and copies together) (netlist names)]
name and count:
LCD.next_state 3, LCD.second_line_index 8, LCD.init_ROM_index 4, LCD.lcd5 1, LCD.line_break_state 3, LCD.first_line_state 2
LCD.lcd_rs 1, LCD.lcd6 1, LCD.lcd7 1, LCD.first_line_index 8, LCD.counter 20, LCD.lcd_e 1
LCD.lcd4 1, LCD.lcd_rw 1, LCD.second_line_state 2
[where the power goes]
part           switching, mW   total, mW  internal (mW)
Combinational              0  0.00000113              0
Sequential                 0       0.263          0.263
Clock                  0.114       0.214          0.101
[routing by layer]
layer	vias to the layer above	track usage, %	share of wire (%)
li1	2331	-	-
met1	2118	38.5	48
met2	150	37.7	45
met3	19	3.48	5.7
met4	0	5.20	1.7
met5	-	0	0
[cells by family (layout without fill, tap and decap cells)]
kind of cell    count (synthesis)  count (layout)
fa+ha+maj                      27              27
xor+xnor                       60              60
mux                            13              13
flops                          57              57
compound gates                155             155
simple gates                  269             269
buf+inv                        70              54
[final cells by class]
type	count	area, µm²
clock buffers	9	124
fillers	885	4450
clock inverters	7	58.8
flip-flops and latches	57	1510
repair buffers	10	92.6
inverters	28	106
well taps	133	166
multi-input cells	524	3360
[through the flow]
stage,hold WS (ns),cell area [µm²],total power [mW],setup slack [ns]
after CTS,0.461,5420,0.485,6.16
final,0.458,5420,0.477,6.10
after global routing,0.472,5420,0.497,5.97
after floorplan,0.422,5140,0.269,6.73
after detailed placement,0.442,5230,0.269,6.16
after global placement,0.439,5230,0.269,6.24
Power is estimated from default activity; no workload was simulated.
