`config.mk`:
```
export PLATFORM = sky130hd
export DESIGN_NAME = top
export DESIGN_NICKNAME = top
export VERILOG_FILES = /design/flow/design.v
export SDC_FILE = /design/flow/constraint.sdc
export NUM_CORES = 4
export LEC_CHECK = 1
export CORE_UTILIZATION = 30
```
`constraint.sdc`:
```
current_design top

set clk_period 11.7
set clk_io_pct 0.2

create_clock -name clk0 -period $clk_period [get_ports {clk}]

set non_clock_inputs [all_inputs -no_clocks]
set_input_delay [expr $clk_period * $clk_io_pct] -clock clk0 $non_clock_inputs
set_output_delay [expr $clk_period * $clk_io_pct] -clock clk0 [all_outputs]
```
`design.v`:
```
`timescale 1ns / 1ps
module top(
	input clk,
	input [2:0] mode,
	input [4:0] wa,
	input [15:0] wd,
	input [4:0] raA,
	input [15:0] rdA,
	input [15:0] rdB,
	output wire LCD_RS,
	output wire LCD_E,
	output wire LCD_W,
	output wire [3:0] data
      );
  reg [127:0] LINE1;
  reg [127:0] LINE2;
   initial begin
      LINE1 <= "123             ";
      LINE2 <=  "                ";
    end
  always @(posedge clk) begin
    if(mode==3'b000) begin
      LINE1 <= "                ";
      LINE2 <=  "                ";
    end
    else if(mode==3'b001) begin
      LINE1 <= {"0"+wa[0],"0"+wa[1],"0"+wa[2],"0"+wa[3],"0"+wa[4], "           "};
      LINE2 <= {"0"+wd[0],"0"+wd[1],"0"+wd[2],"0"+wd[3],"0"+wd[4],"0"+wd[5],"0"+wd[6],"0"+wd[7],"0"+wd[8],"0"+wd[9],"0"+wd[10],"0"+wd[11],"0"+wd[12],"0"+wd[13],"0"+wd[14],"0"+wd[15]};
	 end
    else if(mode==3'b010) begin
      LINE1 <= {"0"+raA[0],"0"+raA[1],"0"+raA[2],"0"+raA[3],"0"+raA[4], "           "};
      LINE2 <= {"0"+rdA[0],"0"+rdA[1],"0"+rdA[2],"0"+rdA[3],"0"+rdA[4],"0"+rdA[5],"0"+rdA[6],"0"+rdA[7],"0"+rdA[8],"0"+rdA[9],"0"+rdA[10],"0"+rdA[11],"0"+rdA[12],"0"+rdA[13],"0"+rdA[14],"0"+rdA[15]};
	 end
    else if(mode==3'b011) begin
      LINE1 <= {"0"+rdA[0],"0"+rdA[1],"0"+rdA[2],"0"+rdA[3],"0"+rdA[4],"0"+rdA[5],"0"+rdA[6],"0"+rdA[7],"0"+rdA[8],"0"+rdA[9],"0"+rdA[10],"0"+rdA[11],"0"+rdA[12],"0"+rdA[13],"0"+rdA[14],"0"+rdA[15]};
	 LINE2 <= {"0"+rdB[0],"0"+rdB[1],"0"+rdB[2],"0"+rdB[3],"0"+rdB[4],"0"+rdB[5],"0"+rdB[6],"0"+rdB[7],"0"+rdB[8],"0"+rdB[9],"0"+rdB[10],"0"+rdB[11],"0"+rdB[12],"0"+rdB[13],"0"+rdB[14],"0"+rdB[15]};
    end
  end
  lcd_welcome uut(LINE1,LINE2,clk,LCD_RS,LCD_W,LCD_E,data[0],data[1],data[2],data[3]);
endmodule
`timescale 1ns / 1ps
module lcd_welcome(
	first_line,
	second_line,
	clk,
	lcd_rs,
	lcd_rw,
	lcd_e,
	lcd4,
	lcd5,
	lcd6,
	lcd7
    );
	 input [0:127] first_line;
	 input [0:127] second_line;
	 input clk;
	 output lcd_rs, lcd_rw, lcd_e, lcd4, lcd5, lcd6, lcd7;
	 reg lcd_rs, lcd_rw, lcd_e, lcd4, lcd5, lcd6, lcd7;
	 reg [7:0] first_line_index = 0;
	 reg [1:0] first_line_state = 3;
	 reg [7:0] second_line_index = 0;
	 reg [1:0] second_line_state = 3;
	 reg [19:0] counter = 1_000_000;
	 reg [2:0] next_state = 0;
	 reg [2:0] line_break_state = 7;
	 reg [5:0] init_ROM [0:13];
	 reg [3:0] init_ROM_index = 0;
	 initial begin
		init_ROM[0] = 6'h03;
		init_ROM[1] = 6'h03;
		init_ROM[2] = 6'h03;
		init_ROM[3] = 6'h02;
		init_ROM[4] = 6'h02;
		init_ROM[5] = 6'h08;
		init_ROM[6] = 6'h00;
		init_ROM[7] = 6'h06;
		init_ROM[8] = 6'h00;
		init_ROM[9] = 6'h0c;
		init_ROM[10] = 6'h00;
		init_ROM[11] = 6'h01;
		init_ROM[12] = 6'h08;
		init_ROM[13] = 6'h00;
	 end
	always @ (posedge clk) begin
	   if (counter == 0) begin
		   counter <= 1_000_000;
			if (init_ROM_index == 14) begin
				next_state <= 4;
				init_ROM_index <= 0;
				first_line_state <= 0;
			end
			if ((next_state != 4) && (init_ROM_index != 14)) begin
			  case (next_state)
			   0: begin
						lcd_e <= 0;
						next_state <= 1;
               end
            1: begin
						{lcd_rs, lcd_rw, lcd7, lcd6, lcd5, lcd4} <= init_ROM[init_ROM_index];
						next_state <= 2;
				   end
				2: begin
				      lcd_e <= 1;
						next_state <= 3;
					end
				3: begin
				      lcd_e <= 0;
						next_state <= 1;
						init_ROM_index <= init_ROM_index + 1;
					end
				endcase
			end
			if (first_line_index == 128) begin
				first_line_state <= 3;
				first_line_index <= 0;
				line_break_state <= 0;
			end
			if ((first_line_state != 3) && (first_line_index != 128)) begin
				case (first_line_state)
					0: begin
							{lcd_rs, lcd_rw, lcd7, lcd6, lcd5, lcd4} <= {2'h2,first_line[first_line_index],first_line[first_line_index+1],first_line[first_line_index+2],first_line[first_line_index+3]};
							first_line_state <= 1;
						end
					1: begin
							lcd_e <= 1;
							first_line_state <= 2;
						end
					2: begin
							lcd_e <= 0;
							first_line_state <= 0;
							first_line_index <= first_line_index+4;
						end
				endcase
			end
			if (line_break_state != 7) begin
				case (line_break_state)
					0: begin
							{lcd_rs, lcd_rw, lcd7, lcd6, lcd5, lcd4} <= 6'h0c;
							line_break_state <= 1;
						end
					1: begin
							lcd_e <= 1;
							line_break_state <= 2;
						end
					2: begin
							lcd_e <= 0;
							line_break_state <= 3;
						end
					3: begin
							{lcd_rs, lcd_rw, lcd7, lcd6, lcd5, lcd4} <= 6'h00;
							line_break_state <= 4;
						end
					4: begin
							lcd_e <= 1;
							line_break_state <= 5;
						end
					5: begin
							lcd_e <= 0;
							line_break_state <= 7;
							second_line_state <= 0;
						end
				endcase
			end
			if (second_line_index == 128) begin
				second_line_state <= 3;
				second_line_index <= 0;
			end
			if ((second_line_state != 3) && (second_line_index != 128)) begin
				case (second_line_state)
					0: begin
							{lcd_rs, lcd_rw, lcd7, lcd6, lcd5, lcd4} <= {2'h2,second_line[second_line_index],second_line[second_line_index+1],second_line[second_line_index+2],second_line[second_line_index+3]};
							second_line_state <= 1;
						end
					1: begin
							lcd_e <= 1;
							second_line_state <= 2;
						end
					2: begin
							lcd_e <= 0;
							second_line_state <= 0;
							second_line_index <= second_line_index+4;
						end
				endcase
			end
		end
		else 
		begin 
		   counter <= counter - 1;
		end
	end
endmodule
```
`run.sh`:
```
#!/bin/bash
# OpenROAD 26Q1-2900-gdf79404cd8, Yosys 0.63+post, stock flow scripts
make -C /OpenROAD-flow-scripts/flow DESIGN_CONFIG=/design/flow/config.mk WORK_HOME=/design/flow/orfs finish
```
==> results.ini <==
[detailed_routing]
n_antenna_cell=0
via_per_inst=5.183
avgRoutedWirePerCell_um=16.52
ant_nets=0
first_pass_iters=5
remaining_drc_errors=0
vias=5789
wirelength_um=18450
drt_iter0_markers=435

[final_timing]
skew_ns=0.008604
fin_crit_sh_pct=33.44
max_freq_ghz=0.2556
setup_viol=0
tightest_slew_ns=0.8094
drv_slew=0
tns_ns=0
hold_viol=0
rsz0062_at_grt=no
hold_slack_ns=0.4631
fin_crit_ns=3.913
relSlewSlack_pct=45.84

[setup_path]
crit_top_cell=buf_4
criticalPathCategory=input port to flip-flop
cp_slowest_cell=nor2b_1
cp.arrival_ns=4.19
crit_required_ns=11.98
worstSetupEndpointType=flip-flop
critical_path_buf_inv_count=3
path_cells=clkdlybuf4s50_1, buf_4, nor2b_1, buf_4, a22oi_1, o21ai_0
critPathTopFamily=buffers and inverters
crit_path_start_kind=input port
cpPeakStageDelay_ns=0.50
crit_fanout=24

[final_layout]
nFillCells=2379
drive_gt1_share_pct=13.91
areaGrowthSynthToFinish_pct=15.37

[synthesis]
synthArstFlopShare_pct=0
netlist_area_mm2=0.007310
synth_seq_share_pct=31.09
ys_cells=757
synthCells=757
ys_types=82
edf_count=37
top_area_cell=dfxtp_1
netlist.area_leader.share_pct=15.88
yosys_warnings=2
synth_area_per_cell_um2=9.656
ys.flops=95
area_leaders=dfxtp_1 (16%), edfxtp_1 (15%), mux4_2 (7.7%), ha_1 (4.6%), mux2_2 (4.3%)
ys_chip_area_mm2=0.007310
ff_type=dfxtp_1

[grt]
grt_max_degree=62
grt_overflow=0
grt_usage_pct=15.89
grt_pass1_wl_um=30500
antenna_found_initial=0
first_global_vias=5570

[floorplan]
core-area_mm2=0.02368
fp_util_pct=30.86
num_rows=56
fp.dieW_um=158.1
die_area_mm2=0.02499
fp.dieH_um=158.1
boundaryPins=69

[clock_tree]
clk_latency_ns=0.35
ctsResizeCount=0
cts-buffers-inserted=9
clk_pin_slew_ns=0.07
post_cts_buffers=0
clock-sinks=95
cts_tree=built
clockBufferDepth=2
htreeDepth=3
cts_hold_buf=0
cts_root_buf=clkbuf_16

[place]
numPortBuffers=68
gp_congestion=0.9104
hpwl_um=13700

[flow_run]
max_cap_viol_count=0
warnings=41

[power]
power_leakage_nw=2.823
ir_worst_vdd_mv=0.05819
p_per_area_mw_per_mm2=86.69

[min_path]
min_path_type=flip-flop to flip-flop

[run_status]
outcome=completed

registers in the layout, summed over array words and instances (netlist names):
register / count
uut.line_break_state: 3
uut.counter: 20
uut.first_line_state: 2
uut.lcd_rs: 1
uut.lcd_rw: 1
uut.lcd6: 1
uut.lcd5: 1
uut.next_state: 3
uut.first_line_index: 8
uut.lcd_e: 1
LINE2: 17
uut.second_line_state: 2
uut.second_line_index: 8
LINE1: 21
uut.lcd4: 1
uut.lcd7: 1
uut.init_ROM_index: 4
metrics by stage:
step	setup WS [ns]	instances	util, %	area, um2	power (mW)
6_report	7.787	1117	35.61	8433	0.7310
4_1_cts	7.810	1117	35.61	8433	0.7408
3_5_place_dp	7.441	1101	34.40	8148	0.4480
2_1_floorplan	8.106	757	-	7310	0.4093
3_3_place_gp	7.511	1101	34.40	8148	0.4475
5_1_grt	7.634	1117	35.61	8433	0.7628
cells by family after synthesis:
group | Yosys count | share of synthesized area (%)
AND-OR/OR-AND | 176 | 16.64
adder cells (fa/ha/maj) | 27 | 4.622
AND/OR/NAND/NOR | 238 | 16.79
flip-flops | 95 | 31.09
multiplexers | 78 | 15.90
buffers and inverters | 84 | 5.837
XOR/XNOR | 59 | 9.124
metal layers:
metal	global-route usage, %	vias up	share of wire, %
met4	2.656	0	1.9
met2	23.27	136	45
met1	24.75	2740	48
met5	0	-	0
li1	-	2891	-
met3	3.567	22	5.6
where the power goes:
group	switching, mW	internal, mW
combinational	0.0267	0.0455
sequential	0.0165	0.352
clock	0.141	0.149
worst paths after layout:
path | start | to | slack, ns | cells past startpoint
worst min register to register | uut.counter[18] | uut.counter[18] | 0.46 | 1
worst max-delay path | mode[0] | LINE1[88] | 7.79 | 6
worst min-delay path | uut.counter[18] | uut.counter[18] | 0.46 | 1
worst max register to register | uut.first_line_index[2] | uut.lcd4 | 8.22 | 8
cells in the final DEF (no fill, tap or decap), drive strengths merged, types with 8 or more instances in the layout:
master,instances
nand2,75
clkdlybuf4s50,67
dfxtp,58
nor2,48
xnor2,42
o21ai,40
edfxtp,37
inv,37
mux2,29
ha,27
mux4,27
a21oi,23
mux2i,22
nand3,22
a22oi,21
nor3,20
xor2,17
o31ai,11
a22o,11
nand2b,10
and3,10
nor4,10
a31oi,9
clkbuf,9
nand4,8
a21boi,8
buf,8
cells in the mapped netlist, drive strengths merged, types with 6 or more instances:
library cell	number
a21boi	8
mux2i	22
o211ai	7
mux4	27
nand4	8
nand3	22
nand2b	10
mux2	29
nand2	75
nor2	48
nor4	10
and2	7
edfxtp	37
a22o	11
ha	27
a21oi	23
inv	32
xnor2	42
o31ai	11
xor2	17
dfxtp	58
and3	10
clkbuf	28
nor3	20
o22ai	6
o21ai	40
a31oi	9
buf	22
a22oi	21
layout make-up:
class / instances / area, um2 / area share, %
Multi-Input combinational cell: 578 / 4611 / 54.67
Sequential cell: 95 / 2272 / 26.94
Timing Repair Buffer: 75 / 728.2 / 8.635
Tap cell: 319 / 399.1 / 4.733
Clock buffer: 9 / 225.2 / 2.671
Inverter: 34 / 137.6 / 1.632
Clock inverter: 7 / 60.06 / 0.7122
worst register-to-register path, cell delays in order, from the launching register on:
cell,delay [ns]
edfxtp_1,0.80
ha_1,0.71
a21oi_4,0.11
xnor2_2,0.51
mux4_2,0.39
mux2i_1,0.18
nor4_1,0.08
o311ai_1,0.35
o21ai_1,0.10
Power and IR drop assume default switching activity.
