**/design/flow/config.mk**
```make
export PLATFORM = sky130hd
export DESIGN_NAME = lcd_driver
export DESIGN_NICKNAME = lcd_driver
export VERILOG_FILES = /design/flow/design.v
export SDC_FILE = /design/flow/constraint.sdc
export NUM_CORES = 4
export LEC_CHECK = 1
export CORE_UTILIZATION = 30
```
**/design/flow/constraint.sdc**
```tcl
current_design lcd_driver

set clk_period 9.1
set clk_io_pct 0.2

create_clock -name clk0 -period $clk_period [get_ports {clk}]

set non_clock_inputs [all_inputs -no_clocks]
set_input_delay [expr $clk_period * $clk_io_pct] -clock clk0 $non_clock_inputs
set_output_delay [expr $clk_period * $clk_io_pct] -clock clk0 [all_outputs]
```
**/design/flow/design.v**
```verilog
module lcd_driver(line_a, line_b, clk, LCD_RS, LCD_W, LCD_E, databits
    );
    input [127:0] line_a;
    input [127:0] line_b;
    input clk;
    output LCD_E;
    output LCD_W;
    output LCD_RS;
    output reg[3:0] databits;
    reg LCD_E;
    reg LCD_W;
    reg LCD_RS;
    reg [19:0] counter;
    reg [15:0] state;
    initial begin
        counter=0;
        state=0;
    end
    always @(posedge clk) begin
        if(counter==100000) begin
            case(state)
                16'h0000: begin
                    LCD_E<=0;
                end
                16'h0001: begin
                    LCD_RS<=0;
                    LCD_W<=0;
                    databits <= 4'b0011;
                end
                16'h0002: begin
                    LCD_E<=1;
                end
                16'h0003: begin
                    LCD_E<=0;
                end
                16'h0004: begin
                    LCD_RS<=0;
                    LCD_W<=0;
                    databits <= 4'b0011;
                end
                16'h0005: begin
                    LCD_E<=1;
                end
                16'h0006: begin
                    LCD_E<=0;
                end
                16'h0007: begin
                    LCD_RS<=0;
                    LCD_W<=0;
                    databits <= 4'b0011;
                end
                16'h0008: begin
                    LCD_E<=1;
                end
                16'h0009: begin
                    LCD_E<=0;
                end
                16'h000A: begin
                    LCD_RS<=0;
                    LCD_W<=0;
                    databits <= 4'b0010;
                end
                16'h000B: begin
                    LCD_E<=1;
                end
                16'h000C: begin
                    LCD_E<=0;
                end
                16'h000D: begin
                    LCD_RS<=0;
                    LCD_W<=0;
                    databits <= 4'b0010;
                end
                16'h000E: begin
                    LCD_E<=1;
                end
                16'h000F: begin
                    LCD_E<=0;
                end
                16'h0010: begin
                    LCD_RS<=0;
                    LCD_W<=0;
                    databits <= 4'b1000;
                end
                16'h0011: begin
                    LCD_E<=1;
                end
                16'h0012: begin
                    LCD_E<=0;
                end
                16'h0013: begin
                    LCD_RS<=0;
                    LCD_W<=0;
                    databits <= 4'b0000;
                end
                16'h0014: begin
                    LCD_E<=1;
                end
                16'h0015: begin
                    LCD_E<=0;
                end
                16'h0016: begin
                    LCD_RS<=0;
                    LCD_W<=0;
                    databits <= 4'b0110;
                end
                16'h0017: begin
                    LCD_E<=1;
                end
                16'h0018: begin
                    LCD_E<=0;
                end
                16'h0019: begin
                    LCD_RS<=0;
                    LCD_W<=0;
                    databits <= 4'b0000;
                end
                16'h001A: begin
                    LCD_E<=1;
                end
                16'h001B: begin
                    LCD_E<=0;
                end
                16'h001C: begin
                    LCD_RS<=0;
                    LCD_W<=0;
                    databits <= 4'b1100;
                end
                16'h001D: begin
                    LCD_E<=1;
                end
                16'h001E: begin
                    LCD_E<=0;
                end
                16'h001F: begin
                    LCD_RS<=0;
                    LCD_W<=0;
                    databits <= 4'b0000;
                end
                16'h0020: begin
                    LCD_E<=1;
                end
                16'h0021: begin
                    LCD_E<=0;
                end
                16'h0022: begin
                    LCD_RS<=0;
                    LCD_W<=0;
                    databits <= 4'b0001;
                end
                16'h0023: begin
                    LCD_E<=1;
                end
                16'h0024: begin
                    LCD_E<=0;
                end
                16'h0025: begin
                    LCD_RS<=0;
                    LCD_W<=0;
                    databits <= 4'b1000;
                end
                16'h0026: begin
                    LCD_E<=1;
                end
                16'h0027: begin
                    LCD_E<=0;
                end
                16'h0028: begin
                    LCD_RS<=0;
                    LCD_W<=0;
                    databits <= 4'b0000;
                end
                16'h0029: begin
                    LCD_E<=1;
                end
                16'h002A: begin
                    LCD_E<=0;
                end
                16'h002B: begin
                    LCD_RS<=1;
                    LCD_W<=0;
                    databits <= line_a[127:124];
                end
                16'h002C: begin
                    LCD_E<=1;
                end
                16'h002D: begin
                    LCD_E<=0;
                end
                16'h002E: begin
                    LCD_RS<=1;
                    LCD_W<=0;
                    databits <= line_a[123:120];
                end
                16'h002F: begin
                    LCD_E<=1;
                end
                16'h0030: begin
                    LCD_E<=0;
                end
                16'h0031: begin
                    LCD_RS<=1;
                    LCD_W<=0;
                    databits <= line_a[119:116];
                end
                16'h0032: begin
                    LCD_E<=1;
                end
                16'h0033: begin
                    LCD_E<=0;
                end
                16'h0034: begin
                    LCD_RS<=1;
                    LCD_W<=0;
                    databits <= line_a[115:112];
                end
                16'h0035: begin
                    LCD_E<=1;
                end
                16'h0036: begin
                    LCD_E<=0;
                end
                16'h0037: begin
                    LCD_RS<=1;
                    LCD_W<=0;
                    databits <= line_a[111:108];
                end
                16'h0038: begin
                    LCD_E<=1;
                end
                16'h0039: begin
                    LCD_E<=0;
                end
                16'h003A: begin
                    LCD_RS<=1;
                    LCD_W<=0;
                    databits <= line_a[107:104];
                end
                16'h003B: begin
                    LCD_E<=1;
                end
                16'h003C: begin
                    LCD_E<=0;
                end
                16'h003D: begin
                    LCD_RS<=1;
                    LCD_W<=0;
                    databits <= line_a[103:100];
                end
                16'h003E: begin
                    LCD_E<=1;
                end
                16'h003F: begin
                    LCD_E<=0;
                end
                16'h0040: begin
                    LCD_RS<=1;
                    LCD_W<=0;
                    databits <= line_a[99:96];
                end
                16'h0041: begin
                    LCD_E<=1;
                end
                16'h0042: begin
                    LCD_E<=0;
                end
                16'h0043: begin
                    LCD_RS<=1;
                    LCD_W<=0;
                    databits <= line_a[95:92];
                end
                16'h0044: begin
                    LCD_E<=1;
                end
                16'h0045: begin
                    LCD_E<=0;
                end
                16'h0046: begin
                    LCD_RS<=1;
                    LCD_W<=0;
                    databits <= line_a[91:88];
                end
                16'h0047: begin
                    LCD_E<=1;
                end
                16'h0048: begin
                    LCD_E<=0;
                end
                16'h0049: begin
                    LCD_RS<=1;
                    LCD_W<=0;
                    databits <= line_a[87:84];
                end
                16'h004A: begin
                    LCD_E<=1;
                end
                16'h004B: begin
                    LCD_E<=0;
                end
                16'h004C: begin
                    LCD_RS<=1;
                    LCD_W<=0;
                    databits <= line_a[83:80];
                end
                16'h004D: begin
                    LCD_E<=1;
                end
                16'h004E: begin
                    LCD_E<=0;
                end
                16'h004F: begin
                    LCD_RS<=1;
                    LCD_W<=0;
                    databits <= line_a[79:76];
                end
                16'h0050: begin
                    LCD_E<=1;
                end
                16'h0051: begin
                    LCD_E<=0;
                end
                16'h0052: begin
                    LCD_RS<=1;
                    LCD_W<=0;
                    databits <= line_a[75:72];
                end
                16'h0053: begin
                    LCD_E<=1;
                end
                16'h0054: begin
                    LCD_E<=0;
                end
                16'h0055: begin
                    LCD_RS<=1;
                    LCD_W<=0;
                    databits <= line_a[71:68];
                end
                16'h0056: begin
                    LCD_E<=1;
                end
                16'h0057: begin
                    LCD_E<=0;
                end
                16'h0058: begin
                    LCD_RS<=1;
                    LCD_W<=0;
                    databits <= line_a[67:64];
                end
                16'h0059: begin
                    LCD_E<=1;
                end
                16'h005A: begin
                    LCD_E<=0;
                end
                16'h005B: begin
                    LCD_RS<=1;
                    LCD_W<=0;
                    databits <= line_a[63:60];
                end
                16'h005C: begin
                    LCD_E<=1;
                end
                16'h005D: begin
                    LCD_E<=0;
                end
                16'h005E: begin
                    LCD_RS<=1;
                    LCD_W<=0;
                    databits <= line_a[59:56];
                end
                16'h005F: begin
                    LCD_E<=1;
                end
                16'h0060: begin
                    LCD_E<=0;
                end
                16'h0061: begin
                    LCD_RS<=1;
                    LCD_W<=0;
                    databits <= line_a[55:52];
                end
                16'h0062: begin
                    LCD_E<=1;
                end
                16'h0063: begin
                    LCD_E<=0;
                end
                16'h0064: begin
                    LCD_RS<=1;
                    LCD_W<=0;
                    databits <= line_a[51:48];
                end
                16'h0065: begin
                    LCD_E<=1;
                end
                16'h0066: begin
                    LCD_E<=0;
                end
                16'h0067: begin
                    LCD_RS<=1;
                    LCD_W<=0;
                    databits <= line_a[47:44];
                end
                16'h0068: begin
                    LCD_E<=1;
                end
                16'h0069: begin
                    LCD_E<=0;
                end
                16'h006A: begin
                    LCD_RS<=1;
                    LCD_W<=0;
                    databits <= line_a[43:40];
                end
                16'h006B: begin
                    LCD_E<=1;
                end
                16'h006C: begin
                    LCD_E<=0;
                end
                16'h006D: begin
                    LCD_RS<=1;
                    LCD_W<=0;
                    databits <= line_a[39:36];
                end
                16'h006E: begin
                    LCD_E<=1;
                end
                16'h006F: begin
                    LCD_E<=0;
                end
                16'h0070: begin
                    LCD_RS<=1;
                    LCD_W<=0;
                    databits <= line_a[35:32];
                end
                16'h0071: begin
                    LCD_E<=1;
                end
                16'h0072: begin
                    LCD_E<=0;
                end
                16'h0073: begin
                    LCD_RS<=1;
                    LCD_W<=0;
                    databits <= line_a[31:28];
                end
                16'h0074: begin
                    LCD_E<=1;
                end
                16'h0075: begin
                    LCD_E<=0;
                end
                16'h0076: begin
                    LCD_RS<=1;
                    LCD_W<=0;
                    databits <= line_a[27:24];
                end
                16'h0077: begin
                    LCD_E<=1;
                end
                16'h0078: begin
                    LCD_E<=0;
                end
                16'h0079: begin
                    LCD_RS<=1;
                    LCD_W<=0;
                    databits <= line_a[23:20];
                end
                16'h007A: begin
                    LCD_E<=1;
                end
                16'h007B: begin
                    LCD_E<=0;
                end
                16'h007C: begin
                    LCD_RS<=1;
                    LCD_W<=0;
                    databits <= line_a[19:16];
                end
                16'h007D: begin
                    LCD_E<=1;
                end
                16'h007E: begin
                    LCD_E<=0;
                end
                16'h007F: begin
                    LCD_RS<=1;
                    LCD_W<=0;
                    databits <= line_a[15:12];
                end
                16'h0080: begin
                    LCD_E<=1;
                end
                16'h0081: begin
                    LCD_E<=0;
                end
                16'h0082: begin
                    LCD_RS<=1;
                    LCD_W<=0;
                    databits <= line_a[11:8];
                end
                16'h0083: begin
                    LCD_E<=1;
                end
                16'h0084: begin
                    LCD_E<=0;
                end
                16'h0085: begin
                    LCD_RS<=1;
                    LCD_W<=0;
                    databits <= line_a[7:4];
                end
                16'h0086: begin
                    LCD_E<=1;
                end
                16'h0087: begin
                    LCD_E<=0;
                end
                16'h0088: begin
                    LCD_RS<=1;
                    LCD_W<=0;
                    databits <= line_a[3:0];
                end
                16'h0089: begin
                    LCD_E<=1;
                end
                16'h008A: begin
                    LCD_E<=0;
                end
                16'h008B: begin
                    LCD_RS<=0;
                    LCD_W<=0;
                    databits <= 4'b1100;
                end
                16'h008C: begin
                    LCD_E<=1;
                end
                16'h008D: begin
                    LCD_E<=0;
                end
                16'h008E: begin
                    LCD_RS<=0;
                    LCD_W<=0;
                    databits <= 4'b0000;
                end
                16'h008F: begin
                    LCD_E<=1;
                end
                16'h0090: begin
                    LCD_E<=0;
                end
                16'h0091: begin
                    LCD_RS<=1;
                    LCD_W<=0;
                    databits <= line_b[127:124];
                end
                16'h0092: begin
                    LCD_E<=1;
                end
                16'h0093: begin
                    LCD_E<=0;
                end
                16'h0094: begin
                    LCD_RS<=1;
                    LCD_W<=0;
                    databits <= line_b[123:120];
                end
                16'h0095: begin
                    LCD_E<=1;
                end
                16'h0096: begin
                    LCD_E<=0;
                end
                16'h0097: begin
                    LCD_RS<=1;
                    LCD_W<=0;
                    databits <= line_b[119:116];
                end
                16'h0098: begin
                    LCD_E<=1;
                end
                16'h0099: begin
                    LCD_E<=0;
                end
                16'h009A: begin
                    LCD_RS<=1;
                    LCD_W<=0;
                    databits <= line_b[115:112];
                end
                16'h009B: begin
                    LCD_E<=1;
                end
                16'h009C: begin
                    LCD_E<=0;
                end
                16'h009D: begin
                    LCD_RS<=1;
                    LCD_W<=0;
                    databits <= line_b[111:108];
                end
                16'h009E: begin
                    LCD_E<=1;
                end
                16'h009F: begin
                    LCD_E<=0;
                end
                16'h00A0: begin
                    LCD_RS<=1;
                    LCD_W<=0;
                    databits <= line_b[107:104];
                end
                16'h00A1: begin
                    LCD_E<=1;
                end
                16'h00A2: begin
                    LCD_E<=0;
                end
                16'h00A3: begin
                    LCD_RS<=1;
                    LCD_W<=0;
                    databits <= line_b[103:100];
                end
                16'h00A4: begin
                    LCD_E<=1;
                end
                16'h00A5: begin
                    LCD_E<=0;
                end
                16'h00A6: begin
                    LCD_RS<=1;
                    LCD_W<=0;
                    databits <= line_b[99:96];
                end
                16'h00A7: begin
                    LCD_E<=1;
                end
                16'h00A8: begin
                    LCD_E<=0;
                end
                16'h00A9: begin
                    LCD_RS<=1;
                    LCD_W<=0;
                    databits <= line_b[95:92];
                end
                16'h00AA: begin
                    LCD_E<=1;
                end
                16'h00AB: begin
                    LCD_E<=0;
                end
                16'h00AC: begin
                    LCD_RS<=1;
                    LCD_W<=0;
                    databits <= line_b[91:88];
                end
                16'h00AD: begin
                    LCD_E<=1;
                end
                16'h00AE: begin
                    LCD_E<=0;
                end
                16'h00AF: begin
                    LCD_RS<=1;
                    LCD_W<=0;
                    databits <= line_b[87:84];
                end
                16'h00B0: begin
                    LCD_E<=1;
                end
                16'h00B1: begin
                    LCD_E<=0;
                end
                16'h00B2: begin
                    LCD_RS<=1;
                    LCD_W<=0;
                    databits <= line_b[83:80];
                end
                16'h00B3: begin
                    LCD_E<=1;
                end
                16'h00B4: begin
                    LCD_E<=0;
                end
                16'h00B5: begin
                    LCD_RS<=1;
                    LCD_W<=0;
                    databits <= line_b[79:76];
                end
                16'h00B6: begin
                    LCD_E<=1;
                end
                16'h00B7: begin
                    LCD_E<=0;
                end
                16'h00B8: begin
                    LCD_RS<=1;
                    LCD_W<=0;
                    databits <= line_b[75:72];
                end
                16'h00B9: begin
                    LCD_E<=1;
                end
                16'h00BA: begin
                    LCD_E<=0;
                end
                16'h00BB: begin
                    LCD_RS<=1;
                    LCD_W<=0;
                    databits <= line_b[71:68];
                end
                16'h00BC: begin
                    LCD_E<=1;
                end
                16'h00BD: begin
                    LCD_E<=0;
                end
                16'h00BE: begin
                    LCD_RS<=1;
                    LCD_W<=0;
                    databits <= line_b[67:64];
                end
                16'h00BF: begin
                    LCD_E<=1;
                end
                16'h00C0: begin
                    LCD_E<=0;
                end
                16'h00C1: begin
                    LCD_RS<=1;
                    LCD_W<=0;
                    databits <= line_b[63:60];
                end
                16'h00C2: begin
                    LCD_E<=1;
                end
                16'h00C3: begin
                    LCD_E<=0;
                end
                16'h00C4: begin
                    LCD_RS<=1;
                    LCD_W<=0;
                    databits <= line_b[59:56];
                end
                16'h00C5: begin
                    LCD_E<=1;
                end
                16'h00C6: begin
                    LCD_E<=0;
                end
                16'h00C7: begin
                    LCD_RS<=1;
                    LCD_W<=0;
                    databits <= line_b[55:52];
                end
                16'h00C8: begin
                    LCD_E<=1;
                end
                16'h00C9: begin
                    LCD_E<=0;
                end
                16'h00CA: begin
                    LCD_RS<=1;
                    LCD_W<=0;
                    databits <= line_b[51:48];
                end
                16'h00CB: begin
                    LCD_E<=1;
                end
                16'h00CC: begin
                    LCD_E<=0;
                end
                16'h00CD: begin
                    LCD_RS<=1;
                    LCD_W<=0;
                    databits <= line_b[47:44];
                end
                16'h00CE: begin
                    LCD_E<=1;
                end
                16'h00CF: begin
                    LCD_E<=0;
                end
                16'h00D0: begin
                    LCD_RS<=1;
                    LCD_W<=0;
                    databits <= line_b[43:40];
                end
                16'h00D1: begin
                    LCD_E<=1;
                end
                16'h00D2: begin
                    LCD_E<=0;
                end
                16'h00D3: begin
                    LCD_RS<=1;
                    LCD_W<=0;
                    databits <= line_b[39:36];
                end
                16'h00D4: begin
                    LCD_E<=1;
                end
                16'h00D5: begin
                    LCD_E<=0;
                end
                16'h00D6: begin
                    LCD_RS<=1;
                    LCD_W<=0;
                    databits <= line_b[35:32];
                end
                16'h00D7: begin
                    LCD_E<=1;
                end
                16'h00D8: begin
                    LCD_E<=0;
                end
                16'h00D9: begin
                    LCD_RS<=1;
                    LCD_W<=0;
                    databits <= line_b[31:28];
                end
                16'h00DA: begin
                    LCD_E<=1;
                end
                16'h00DB: begin
                    LCD_E<=0;
                end
                16'h00DC: begin
                    LCD_RS<=1;
                    LCD_W<=0;
                    databits <= line_b[27:24];
                end
                16'h00DD: begin
                    LCD_E<=1;
                end
                16'h00DE: begin
                    LCD_E<=0;
                end
                16'h00DF: begin
                    LCD_RS<=1;
                    LCD_W<=0;
                    databits <= line_b[23:20];
                end
                16'h00E0: begin
                    LCD_E<=1;
                end
                16'h00E1: begin
                    LCD_E<=0;
                end
                16'h00E2: begin
                    LCD_RS<=1;
                    LCD_W<=0;
                    databits <= line_b[19:16];
                end
                16'h00E3: begin
                    LCD_E<=1;
                end
                16'h00E4: begin
                    LCD_E<=0;
                end
                16'h00E5: begin
                    LCD_RS<=1;
                    LCD_W<=0;
                    databits <= line_b[15:12];
                end
                16'h00E6: begin
                    LCD_E<=1;
                end
                16'h00E7: begin
                    LCD_E<=0;
                end
                16'h00E8: begin
                    LCD_RS<=1;
                    LCD_W<=0;
                    databits <= line_b[11:8];
                end
                16'h00E9: begin
                    LCD_E<=1;
                end
                16'h00EA: begin
                    LCD_E<=0;
                end
                16'h00EB: begin
                    LCD_RS<=1;
                    LCD_W<=0;
                    databits <= line_b[7:4];
                end
                16'h00EC: begin
                    LCD_E<=1;
                end
                16'h00ED: begin
                    LCD_E<=0;
                end
                16'h00EE: begin
                    LCD_RS<=1;
                    LCD_W<=0;
                    databits <= line_b[3:0];
                end
                16'h00EF: begin
                    LCD_E<=1;
                end
                default: begin
                    LCD_E<=0;
                end
		endcase
            state<=state+1; 
            counter<=0;
        end
        else begin
            counter <=counter+1;
        end
    end
endmodule
```
**/design/flow/run.sh**
```bash
#!/bin/bash
# OpenROAD 26Q1-2900-gdf79404cd8, Yosys 0.63+post, stock flow scripts
make -C /OpenROAD-flow-scripts/flow DESIGN_CONFIG=/design/flow/config.mk WORK_HOME=/design/flow/orfs finish
```
==> results.py <==
# Auto-generated metrics
metrics = {
    "logic_synthesis": {
        "synthArstFlopShare": 0,
        "synth-xor-area-share": 0.0585,
        "yosys_cells": 702,
        "yosys_warnings": 1,
        "yosysChipArea_um2": 5390,
        "synth_cell_type_count": 76,
        "postSynthSeqShare": 0.197,
        "syn_area_per_cell_um2": 7.68,
        "simple_gate_share": 0.370,
        "netlist_area_um2": 5390,
        "ys_top_logic_family": "simple AND/OR/NAND/NOR gates",
        "ys_sh_adder": 0.0139,
        "synth-edff-count": 22,
        "ys_seq_elements": 42,
        "ff_type": "edfxtp_1",
        "syn_inst": 702,
        "mux_area_frac": 0.0102,
        "aoi_share": 0.281,
    },
    "final_timing": {
        "rsz0062_at_grt": "no",
        "tightest_slew_ns": 0.865,
        "period_used_share": 0.405,
        "setup_violations": 0,
        "maxSlewViolCount": 0,
        "fin_crit_ns": 3.69,
        "hold_viol": 0,
        "tns_ns": 0,
        "fin_worst_skew_ns": 0.0114,
        "max_clock_freq_ghz": 0.271,
        "relSlewSlack": 0.423,
        "setup_ws_ns": 5.41,
    },
    "die": {
        "initCoreUtil": 0.309,
        "dieWidth_um": 136,
        "dieArea_um2": 18500,
        "num_rows": 48,
        "core_area_um2": 17400,
        "die_y_um": 136,
        "io_pins": 264,
    },
    "routing": {
        "first_pass_iters": 5,
        "vias": 7163,
        "drtIter0Drc": 725,
        "drc": 0,
        "vias_per_cell": 6.19,
        "wl_um": 31900,
        "postRouteAntennaNets": 0,
        "routedWlPerCell_um": 27.6,
    },
    "setup_path": {
        "cp_slowest_cell": "edfxtp_1",
        "path_class": "flop to flop",
        "arrival_ns": 3.71,
        "rr_worst_depth": 8,
        "endpoint": "databits[1]",
        "rrSetupSlack_ns": 5.41,
        "path_max_fanout": 42,
        "start_kind": "flop",
        "cp_num_cells": 8,
        "regToRegStartpoint": "state[3]",
        "regToRegEndpoint": "databits[1]",
        "crit_chain": "buf_4 -> and3b_1 -> buf_4 -> a22o_1 -> a32o_1 -> or4_1 -> nor4b_2 -> o2111ai_1",
        "slowest_delay_ns": 0.86,
        "crit_family": "simple AND/OR/NAND/NOR gates",
        "endpoint_kind": "flop",
        "path_buffers": 2,
        "required_ns": 9.13,
        "startpoint": "state[3]",
        "crit_top_cell": "buf_4",
    },
    "clocking": {
        "cts_buffer_depth": 2,
        "cts_tree": "done",
        "clk_latency_ns": 0.30,
        "cts_resized": 0,
        "cts.clk_slew.worst_paths_ns": 0.07,
        "cts_setup_buffers": 0,
        "cts_root_buf": "clkbuf_16",
        "htree_levels": 2,
        "clock-sinks": 42,
        "holdBufCountCts": 0,
        "numCtsBuffers": 5,
    },
    "grt": {
        "gr-total-overflow": 0,
        "grtUsageTotal": 0.347,
        "grt_pass1_vias": 6895,
        "grt_pass1_wl_um": 45200,
        "grt_max_degree": 46,
        "antenna_found_initial": 3,
    },
    "worst_hold_path": {
        "hold_class": "flop to flop",
    },
    "placement": {
        "dp_hpwl_um": 24300,
        "place_inst": 1147,
        "gp_congestion": 1.06,
        "place_worst_setup_slack_ns": 5.16,
        "io_buffers": 262,
    },
    "cells_and_area": {
        "drive_gt1_frac": 0.0677,
        "final_core_util": 0.480,
        "nFillCells": 1740,
        "final_cell_count_no_fill": 1157,
        "final_cell_mix": "clkdlybuf4s50_1 (262), nand3_1 (67), a22oi_1 (46)",
        "lay_top_count": "clkdlybuf4s50_1",
        "area_growth_syn_to_layout_pct": 55.0,
    },
    "power_and_ir_drop": {
        "p_leak_nw": 2.85,
        "power.density_nw_per_um2": 59.5,
        "ir_drop_v": 0.0000779,
        "p_total_w": 0.000497,
    },
    "flow_run": {
        "warnings": 29,
        "drv_cap": 0,
    },
    "status": {
        "outcome": "complete, no violations",
    },
}
-- per-stage QoR --
step	hold slack [ns]	area, um^2
2_1_floorplan	0.430	5390
3_3_place_gp	0.444	8210
3_5_place_dp	0.456	8210
4_1_cts	0.472	8350
5_1_grt	0.503	8360
6_report	0.467	8360
-- cell usage after synthesis (12+ instances only) --
library cell | n | area (um^2)
a21oi_1 | 23 | 115
a22o_1 | 27 | 236
a22oi_1 | 46 | 345
and3_1 | 20 | 125
buf_2 | 26 | 130
clkbuf_1 | 40 | 150
dfxtp_1 | 20 | 400
edfxtp_1 | 22 | 661
nand2_1 | 41 | 154
nand3_1 | 67 | 335
nand4_1 | 30 | 188
nor2_1 | 38 | 143
nor3_1 | 14 | 70.1
nor4_1 | 12 | 75.1
o21ai_0 | 30 | 150
xnor2_1 | 20 | 175
xor2_1 | 16 | 140
-- cell families (layout without fill, tap and decap cells) --
kind of cell               after synthesis  count (layout)
xor gates and xnor gates                36              36
DFF                                     42              42
buffers and inverters                   82             310
AOI/OAI and AO/OA                      207             207
other                                    1               3
and+or+nand+nor                        323             323
muxes                                    5               5
adders and majority gates                6               6
-- routing by layer --
layer  up-vias  global-route usage  share of wire
met5         -                   0              0
li1       3259                   -              -
met3        87              0.0650          0.098
met2       424               0.562           0.47
met1      3393               0.456           0.39
met4         0               0.143          0.047
-- worst min-delay path by stage --
stage	from	end	slack, ns	cells past startpoint
finish	counter[0]	counter[0]	0.47	1
global route	counter[0]	counter[0]	0.50	1
CTS	counter[0]	counter[0]	0.47	1
-- final cells by class --
| class | count | area, um^2 | area share |
|---|---|---|---|
| clock inverters | 3 | 21.3 | 0.00255 |
| clock buffers | 5 | 125 | 0.0150 |
| well taps | 225 | 282 | 0.0337 |
| repair buffers | 295 | 2870 | 0.343 |
| multi-input cells | 578 | 3970 | 0.475 |
| flip-flops and latches | 42 | 1060 | 0.127 |
| inverters | 7 | 26.3 | 0.00314 |
| diodes | 2 | 5.00 | 0.000599 |
-- report_power, final --
| part | switching (W) | leakage, nW | internal (W) |
|---|---|---|---|
| Clock | 0.0000812 | 0.0751 | 0.000103 |
| Sequential | 0 | 0.418 | 0.000197 |
| Combinational | 0.0000196 | 2.36 | 0.0000963 |
-- flip-flops by register name, summed over array words and instances, names as in the netlist --
name	count
counter	20
databits	4
LCD_E	1
LCD_RS	1
state	16
No activity file was given, so power comes from the tool's default toggle rates.
