<file path="design/flow/run.sh">
#!/bin/bash
# OpenROAD 26Q1-2900-gdf79404cd8, Yosys 0.63+post, stock flow scripts
make -C /OpenROAD-flow-scripts/flow DESIGN_CONFIG=/design/flow/config.mk WORK_HOME=/design/flow/orfs finish
</file>
<file path="design/flow/config.mk">
export PLATFORM = sky130hd
export DESIGN_NAME = regfile
export DESIGN_NICKNAME = regfile
export VERILOG_FILES = /design/flow/design.v
export SDC_FILE = /design/flow/constraint.sdc
export NUM_CORES = 4
export LEC_CHECK = 1
export CORE_UTILIZATION = 30
</file>
<file path="design/flow/constraint.sdc">
current_design regfile

set clk_period 3.8
set clk_io_pct 0.2

create_clock -name clk0 -period $clk_period [get_ports {clk}]

set non_clock_inputs [all_inputs -no_clocks]
set_input_delay [expr $clk_period * $clk_io_pct] -clock clk0 $non_clock_inputs
set_output_delay [expr $clk_period * $clk_io_pct] -clock clk0 [all_outputs]
</file>
<file path="design/flow/design.v">
`timescale 1ns / 1ps
module regfile(
	input clk,
	input write,
	input [4:0] wrAddr,
	input [15:0] wrData,
	input [4:0] rdAddrA,
	output wire [15:0] rdDataA,
	input [4:0] rdAddrB,
	output wire [15:0] rdDataB
	);
	reg [15:0] file [0:31];
	initial begin
		file[0]=16'b0;file[1]=16'b0;file[2]=16'b0;file[3]=16'b0;file[4]=16'b0;
		file[5]=16'b0;file[6]=16'b0;file[7]=16'b0;file[8]=16'b0;file[9]=16'b0;
		file[10]=16'b0;file[11]=16'b0;file[12]=16'b0;file[13]=16'b0;file[14]=16'b0;
		file[15]=16'b0;file[16]=16'b0;file[17]=16'b0;file[18]=16'b0;file[19]=16'b0;
		file[20]=16'b0;file[21]=16'b0;file[22]=16'b0;file[23]=16'b0;file[24]=16'b0;
		file[25]=16'b0;file[26]=16'b0;file[27]=16'b0;file[28]=16'b0;file[29]=16'b0;
		file[30]=16'b0;file[31]=16'b0;
	end
	assign rdDataA = file[rdAddrA];
	assign rdDataB = file[rdAddrB];
	always @(posedge clk) begin
		if (write) begin 
		file[wrAddr] <= wrData;
		end
	end
endmodule
</file>
==> notes.md <==
* 24800 µm² — area reported by Yosys stat
* 0.595 — worst slew slack as a fraction of its limit
* 0.0110 µW — Leak Pwr
* 0 — antenna violations before repair
* 0 — XOR Share, Synth
* 52 — TritonCTS Buffers
* 105 — count of standard-cell rows
* 15987 — total via count in the routed design
* 512 — Largest register FFs
* 5 — drt pass-1 iters
* 605 ps — slew of the pin with the lowest slew margin
* 65 — number of top-level pins
* 9.70 mm — detailed route wirelength on metal3
* 0.362 — Util after Layout
* in2out — critical setup path kind
* 0.183 — total routing usage reported by global routing
* 34.7 mm — metal2 WL
* 0.0823 — Complex Gates by Area
* 994 ps — final worst hold slack
* 0.207 — Synth mux share
* file (512) — leading registers by flop count
* 14.6 µm² — synthesized area divided by synthesized cell count
* 26.8 mm — wire length on met1
* 0 — Pins Over Slew Limit
* 24.5 µm — detailed-route wire length per cell
* 0 — CTS hold repair buffers
* 0.890 — gp weighted congestion
* 3000 ps — Arrival @ worst endpoint
* 289 µm — Chip Width
* 7653 — # fillers
* 43 — maximum number of pins on one net before global-route repair
* 0.266 GHz — highest achievable clock rate
* 289 µm — die boundary height
* 0.989 — final worst path period share
* 82000 µm² — placeable core region
* 424 nW/µm² — power density over cell area
* file — register containing the most flip-flops in the final layout
* 46.3 mm — half-perimeter wire length after placement
* primary input — nature of the critical path startpoint
* 3040 ps — required time of the critical path
* 3 — CTS max path bufs
* completed — status
* 26 — Distinct cells, synth
* met5 — Top Metal Used
* multiplexers — biggest combinational cell group after synthesis
* 64 — Port Buffers
* 0.302 — FP Core Util
* 0 — Adders+Majority by Area
* 2 — CTS H-tree depth
* 24800 µm² — summed instance area of the synthesized netlist
* 0 — hold violation total from the final report
* 0 — gr ovfl total
* 0.322 mV — largest vdd supply drop
* 2 — cell count of the worst hold path
* 0 ps — setup total negative slack
* 73.4 mm — Final Routed Wirelength
* 16 — CP Max Fanout
* wrData[14] — origin of the worst min-delay path
* 16545 — vias in the first global route
* 3760 ps — final critical delay including setup and external delays
* 1696 — number of instances in the synthesized netlist
* 106 mm — wire length of the first global-routing pass
* 19.8% — layout overhead on the synthesized area
* 1100 — initial detailed-routing violation count
* 1696 — number of cell instances after yosys synthesis
* 0.0494 — share of synthesized cell area in and, or, nand and nor gates
* 0 — DRC viols
* 83800 µm² — chip area
* 60 ps — clock-pin slew on the worst setup and hold paths
* 0 — setup violators final
* 0.172 — share of post-route cells with drive strength above 1
* 0.620 — post-synthesis sequential area ratio
* 25 — number of warning messages in the logs
* in2reg — worst hold path type
* file[8][14]$_DFFE_PP_ — destination of the worst hold path
* done — TritonCTS clock tree
* clkbuf_16 — Clock Root Buffer
* 0 — count of nets left with antenna violations after detail routing
* 512 — Post-synth regs
* 1 — warnings from Yosys
* no — RSZ-0062 raised after global routing
* 5.33 — Vias/cell
* 512 — clock sink count
* output pin — crit path capture type
* 0 — Max Cap Viol
## cells in the final DEF, fill, tap and decap left out, types with 3 or more instances in the layout
master           netlist  layout
mux2i_1              512     512
edfxtp_1             512     512
buf_4                 42     151
a22oi_1              128     128
nand2_1               65      65
a21oi_1               64      64
a22o_1                64      64
nand3_1               66      61
clkdlybuf4s50_1        0      57
clkbuf_16              0      55
buf_12                 8      44
nand4_1               32      32
nor3_1                32      29
a31oi_1               32      28
nor2_2                 0      27
clkinv_1               0      18
clkinv_2               0      15
nor2_1                33       6
nand3b_1               5       5
nand3_2                0       5
nor2b_4                0       4
nand2b_1               4       4
a31oi_2                0       4
bufinv_16              0       4
or3b_2                 3       3
nor3_2                 0       3
clkbuf_1              19       3
buf_8                  7       3
dlymetal6s2s_1         0       3
## layout make-up
| type | instances | area [µm²] | area share |
|---|---|---|---|
| antenna | 2 | 5.00 | 0.000168 |
| clock buffer | 56 | 1340 | 0.0450 |
| clock inverter | 41 | 295 | 0.00994 |
| multi-input combinational | 1052 | 8570 | 0.289 |
| sequential | 512 | 15400 | 0.518 |
| tap | 1070 | 1340 | 0.0451 |
| timing repair buffer | 265 | 2780 | 0.0936 |
## how the worst max path moves through the flow
stage                       from  depth (start not counted)    endpoint  slack, ps
after global routing  rdAddrA[4]                          8  rdDataA[5]          3
final                 rdAddrA[4]                          8  rdDataA[2]         40
after CTS             rdAddrB[0]                         10  rdDataB[0]          3
## synthesized netlist by cell type
master / number / share of area
edfxtp_1: 512 / 0.62
mux2i_1: 512 / 0.21
a22oi_1: 128 / 0.039
nand3_1: 66 / 0.013
nand2_1: 65 / 0.0098
a21oi_1: 64 / 0.013
a22o_1: 64 / 0.023
buf_4: 42 / 0.013
buf_2: 40 / 0.0081
nor2_1: 33 / 0.0050
a31oi_1: 32 / 0.0081
nand4_1: 32 / 0.0081
nor3_1: 32 / 0.0065
clkbuf_1: 19 / 0.0029
buf_6: 15 / 0.0068
buf_12: 8 / 0.0065
buf_8: 7 / 0.0042
nand3b_1: 5 / 0.0015
nand2b_1: 4 / 0.0010
nor2b_1: 4 / 0.0010
or3b_2: 3 / 0.0011
and2_1: 2 / 0.00050
buf_1: 2 / 0.00030
nor2_4: 2 / 0.00091
or2_1: 2 / 0.00050
or3_1: 1 / 0.00025
## routing by layer
metal,up-vias,global-route usage
met3,138,0.108
met1,7794,0.217
li1,7163,-
met5,-,0.00625
met2,890,0.289
met4,2,0.0391
## power by group
part	total [µW]	switching [µW]	internal (µW)
Sequential	6310	27.4	6280
Combinational	1370	770	598
Clock	4930	2120	2800
## through the flow
step                cells  total power [µW]  area (µm²)  setup slack (ps)
floorplan            1696              7120       24800              1300
global placement     2890              7750       27800              -264
detailed placement   2890              7760       27800              -207
CTS                  2990             12700       29500              3.12
global route         2996             13000       29700              3.12
finish               2998             12600       29700              41.8
## repair_timing
item | in CTS | in global routing
pin swaps | 1 | 1
setup endpoints to repair | 21 | 19
resized | 7 | 18
buffers inserted | 2 | 4
cloned | 1 | 2
## critical path, cell delays in order
cell and delay, ps:
clkdlybuf4s50_1 500, or2_1 300, buf_12 180, nor3_1 320, a31oi_1 90, buf_4 170, nand3_1 150, clkdlybuf4s50_1 510
## cells by family after synthesis
logic type             after synthesis
muxes                              512
buffers and inverters              133
and+or+nand+nor                    251
AOI/OAI and AO/OA                  288
DFF                                512
Power and IR drop assume default switching activity.
